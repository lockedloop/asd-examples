<file path="./design.v">
module axis_skid_buffer #(
    parameter int DATA_WIDTH = 8,
    parameter bit TLAST_ENABLE = 1
)(
    input  logic clk,
    input  logic rst,
    input  logic                  s_axis_tvalid,
    output logic                  s_axis_tready,
    input  logic [DATA_WIDTH-1:0] s_axis_tdata,
    input  logic                  s_axis_tlast,
    output logic                  m_axis_tvalid,
    input  logic                  m_axis_tready,
    output logic [DATA_WIDTH-1:0] m_axis_tdata,
    output logic                  m_axis_tlast
);
    logic [DATA_WIDTH-1:0] skid_data;
    logic                  skid_last;
    logic                  skid_valid;
    logic [DATA_WIDTH-1:0] out_data;
    logic                  out_last;
    logic                  out_valid;
    assign s_axis_tready = !skid_valid;
    assign m_axis_tvalid = out_valid;
    assign m_axis_tdata = out_data;
    generate
        if (TLAST_ENABLE) begin : gen_tlast
            assign m_axis_tlast = out_last;
        end else begin : gen_no_tlast
            assign m_axis_tlast = 1'b0;
        end
    endgenerate
    always_ff @(posedge clk) begin
        if (rst) begin
            skid_valid <= 1'b0;
            skid_data <= '0;
            skid_last <= 1'b0;
            out_valid <= 1'b0;
            out_data <= '0;
            out_last <= 1'b0;
        end else begin
            if (m_axis_tready || !out_valid) begin
                if (skid_valid) begin
                    out_data <= skid_data;
                    out_last <= skid_last;
                    out_valid <= 1'b1;
                    skid_valid <= 1'b0;
                end else if (s_axis_tvalid) begin
                    out_data <= s_axis_tdata;
                    out_last <= TLAST_ENABLE ? s_axis_tlast : 1'b0;
                    out_valid <= 1'b1;
                end else begin
                    out_valid <= 1'b0;
                end
            end else if (s_axis_tvalid && !skid_valid) begin
                skid_data <= s_axis_tdata;
                skid_last <= TLAST_ENABLE ? s_axis_tlast : 1'b0;
                skid_valid <= 1'b1;
            end
        end
    end
endmodule
</file>
<file path="./run.sh">
#!/bin/bash
# OpenROAD 26Q1-2900-gdf79404cd8, Yosys 0.63+post, stock flow scripts
make -C /OpenROAD-flow-scripts/flow DESIGN_CONFIG=/design/flow/config.mk WORK_HOME=/design/flow/orfs finish
</file>
<file path="./config.mk">
export PLATFORM = sky130hd
export DESIGN_NAME = axis_skid_buffer
export DESIGN_NICKNAME = axis_skid_buffer
export VERILOG_FILES = /design/flow/design.v
export SDC_FILE = /design/flow/constraint.sdc
export NUM_CORES = 4
export LEC_CHECK = 1
export CORE_AREA = 10 10 98 98
export DIE_AREA = 0 0 108 108
</file>
<file path="./constraint.sdc">
current_design axis_skid_buffer

set clk_period 2.0
set clk_io_pct 0.2

create_clock -name clk0 -period $clk_period [get_ports {clk}]

set non_clock_inputs [all_inputs -no_clocks]
set_input_delay [expr $clk_period * $clk_io_pct] -clock clk0 $non_clock_inputs
set_output_delay [expr $clk_period * $clk_io_pct] -clock clk0 [all_outputs]
</file>
==> notes.md <==
Notes from the flow run.

Outcome:
- The run finished with clean final reports.

Synth:
- Looking at area per cell type in the netlist, the leader is dfxtp_1.
- The run gives the cell area after synthesis as 870 sq um.
- The run gives the cell count in the Yosys report as 91.
- In the post-synthesis netlist, the biggest area contributors are dfxtp_1 (46%), a211oi_2 (13%), a21oi_1 (11%), mux2i_1 (10%), nand2_1 (7.8%).
- The run puts the portion of synthesized cell area occupied by the leading cell type at 0.460.
- The run puts the flop and latch count out of synthesis at 20.
- The run puts the proportion of synthesized chip area in sequential cells at 0.460.
- The run puts the Yosys chip area at 870 sq um.
- The run puts the count of warnings emitted by yosys at 1.
- Each instance of the synthesized netlist takes up on average 9.56 sq um.
- Synthesis produced 91 cells.
- The run gives the tally of unique sky130hd cells used after synthesis as 16.

Final timing:
- The run gives the final critical-path required period as 1.55 ns.
- The run gives the number of hold violations in the final report as 0.
- The run puts the final count of pins violating max slew at 0.
- The final report lists the setup-violating endpoint count as 0.
- The run puts the fraction of the cycle the final worst path needs at 0.777.
- The run puts the worst-case clock skew at 0.00293 ns.
- Setup repair after global routing left no endpoint under its margin.
- After layout, the worst setup slack is 0.446 ns.
- The slew check shows that the tightest pin keeps a relative margin of 0.712.
- After routing, the total negative slack on setup checks comes to 0 ns.
- At the pin with the least slew margin, the transition time is 0.430 ns.
- The run puts the achievable clock frequency at 643 MHz.

CTS:
- Per the CTS log, the buffer count on the longest clock path is 2.
- The run puts the hold buffer count at CTS at 0.
- The run gives the TritonCTS clock tree as done.
- Looking at the clock tree report, the H-tree level count equals 1.
- The tree is rooted in a clkbuf_8.
- The run puts the number of sinks on the clock net at 20.
- The later pin in the worst-skew pair is clocked with a latency of 0.25 ns.
- The run puts the buffers inserted during post-CTS setup optimization at 0.
- The run puts the clock buffer count from CTS at 3.
- The run puts the number of gates resized after CTS at 0.
- The run puts the clock edge transition at the registers on the reported setup and hold paths at 0.07 ns.

Power:
- The run gives the net switching power as 0.193 mW.
- VDD sags by at most 0.220 mV.
- The run puts the fraction of power consumed by combinational cells at 0.158.
- The share of total power dissipated in the clock network is 0.344.
- The report lists the power per cell area as 690 nW/um^2.
- Summed over all cells, the static leakage comes to 0.389 nW.
- The run gives the register share of total power as 0.498.
- Cell internal power was estimated by the tool at 0.675 mW.
- The run puts the switching share of power at 0.223.

Detailed routing:
- The run puts the post-detailed-routing wire length at 2.31 mm.
- The run gives the number of vias after detailed routing as 684.
- The run puts the count of inserted antenna diode cells at 0.
- The violation tally recorded at the end of detailed-routing iteration 0 is 17.
- The run puts the routed wirelength normalized by instance count at 10.7 um.
- The run gives the count of TritonRoute iterations in the first routing pass as 4.
- The run puts the detailed-route DRC error count at 0.
- In this run the remaining antenna-violating nets after routing total 0.
- The run puts the detailed-route vias per instance at 3.18.

Floorplan:
- The run gives the die extent in x as 108 um.
- The run puts the number of placed I/O pins at 24.
- The run gives the overall die area as 11700 sq um.
- The region available for standard cell placement spans 7650 sq um.
- The run puts the floorplan core density at 0.114.
- The floorplan has 32 rows.
- The run puts the height of the die at 108 um.

Placement:
- The count of buffers added on input and output ports is 23.
- The placement summary gives the final routability congestion estimate as 0.755.
- The run gives the setup slack after placement as 0.264 ns.
- The run gives the instance count after placement with tap cells included as 211.
- Summed over all nets, the half-perimeter wirelength after detailed placement is 1.79 mm.

Cells and area:
- Once layout is complete, the cells apart from fillers number 215.
- Ranking logic cells in the layout by count gives the top entries clkdlybuf4s50_1 (23), dfxtp_1 (20), a21oi_1 (19), nand2_1 (18).
- The run gives the layout filler cell count as 844.
- In this run the layout overhead on the synthesized area is reported as 44.7%.
- The top cell type in the final layout, fill and taps aside, is clkdlybuf4s50_1.
- The run gives the proportion of layout cells with a drive suffix above 1 as 0.150.

Global routing:
- The run puts the total overflow reported by the global router at 0.
- The run puts the maximum number of pins on one net before global-route repair at 21.
- The first global-routing pass estimated 3.59 mm of wire.
- The run gives the number of antenna violations at the first check in global routing as 0.
- The run gives the total routing usage reported by global routing as 0.0386.
- The run puts the via count of the first global-routing pass at 719.

Critical path:
- The run gives the kind of start point of the critical path as a flop.
- The run gives the maximum fanout encountered on the critical timing path as 7.
- The run gives the arrival time reported for the critical path endpoint as 1.15 ns.
- The run gives the kind of end point of the critical path as an output port.
- The run gives the data required time of the critical path as 1.60 ns.
- The run gives the type of the worst setup path as flop to output port.

Run:
- The run puts the max-capacitance violation count at 0.
- The run gives the count of warning messages emitted by the tools as 25.

Min path:
- In this run the worst hold path is classified as flop to flop.
## power by group through the flow
stage     logic (mW)  registers (mW)  clock network (mW)
4_1_cts        0.142           0.433               0.311
5_1_grt        0.152           0.436               0.331
6_report       0.137           0.433               0.298
## logic make-up (layout without fill, tap and decap cells)
| group | Yosys count | count (layout) | synth area share |
|---|---|---|---|
| AND-OR/OR-AND | 28 | 28 | 0.239 |
| flip-flops | 20 | 20 | 0.460 |
| multiplexers | 9 | 9 | 0.104 |
| buffers and inverters | 9 | 31 | 0.0575 |
| AND/OR/NAND/NOR | 25 | 25 | 0.140 |
## cells in the mapped netlist, drive strengths merged
library cell   n
and4bb         1
a211oi         9
buf            3
nor2           1
nand2         18
dfxtp         20
or2            1
mux2i          9
nor3           1
nand4bb        1
a21oi         19
nand2b         1
and2           1
clkbuf         5
inv            1
## through the flow
step	power, mW	util	hold slack, ns	cell area, sq um
6_report	0.868	0.165	0.454	1260
5_1_grt	0.918	0.165	0.474	1260
4_1_cts	0.885	0.165	0.458	1260
3_5_place_dp	0.582	0.157	0.448	1200
3_3_place_gp	0.581	0.157	0.441	1200
2_1_floorplan	0.507	-	0.436	870
## state kept, by name, summed over array words and instances (netlist names)
| name | count |
|---|---|
| skid_valid | 1 |
| skid_last | 1 |
| skid_data | 8 |
| out_last | 1 |
| out_valid | 1 |
| out_data | 8 |
## cell type report
cell class,count,area (sq um),area share
multi-input cells,62,419,0.333
well taps,102,128,0.101
clock buffers,4,55.1,0.0437
flip-flops and latches,20,400,0.318
inverters,1,3.75,0.00298
repair buffers,26,253,0.201
## metal layers
metal / track usage / vias up / wire, um / share of wire
met2: 0.0634 / 14 / 1070 / 0.46
met3: 0.0163 / 2 / 211 / 0.091
met1: 0.0476 / 303 / 1020 / 0.44
met5: 0 / - / 0 / 0
li1: - / 365 / - / -
met4: 0.00477 / 0 / 7 / 0.0030
## path summary, 6_finish.rpt
kind	start	to	slack [ns]	cells past startpoint
worst max-delay path	skid_valid$_SDFFE_PP0P_	s_axis_tready	0.45	2
worst min-delay path	skid_data[5]$_SDFFE_PP0P_	skid_data[5]$_SDFFE_PP0P_	0.45	2
worst max register to register	skid_valid$_SDFFE_PP0P_	out_last$_SDFFE_PP0P_	0.72	3
worst min register to register	skid_data[5]$_SDFFE_PP0P_	skid_data[5]$_SDFFE_PP0P_	0.45	2
## critical path, stage by stage, from the launching register on
cell	delay [ns]
dfxtp_1	0.44
inv_1	0.06
clkdlybuf4s50_1	0.40
No activity file was given, so power comes from the tool's default toggle rates.
