<file path="design/flow/run.sh">
#!/bin/bash
# OpenROAD 26Q1-2900-gdf79404cd8, Yosys 0.63+post, stock flow scripts
make -C /OpenROAD-flow-scripts/flow DESIGN_CONFIG=/design/flow/config.mk WORK_HOME=/design/flow/orfs finish
</file>
<file path="design/flow/config.mk">
export PLATFORM = sky130hd
export DESIGN_NAME = counter
export DESIGN_NICKNAME = counter
export VERILOG_FILES = /design/flow/design.v
export SDC_FILE = /design/flow/constraint.sdc
export NUM_CORES = 4
export LEC_CHECK = 1
export CORE_AREA = 10 10 70 70
export DIE_AREA = 0 0 80 80
</file>
<file path="design/flow/constraint.sdc">
current_design counter

set clk_period 1.9
set clk_io_pct 0.2

create_clock -name clk0 -period $clk_period [get_ports {clk}]

set non_clock_inputs [all_inputs -no_clocks]
set_input_delay [expr $clk_period * $clk_io_pct] -clock clk0 $non_clock_inputs
set_output_delay [expr $clk_period * $clk_io_pct] -clock clk0 [all_outputs]
</file>
<file path="design/flow/design.v">
module counter #(
    parameter int WIDTH = 8
)(
    input  logic             clk,
    input  logic             rst,
    input  logic             enable,
    output logic [WIDTH-1:0] count,
    output logic             overflow
);
    always_ff @(posedge clk) begin
        if (rst) begin
            count <= '0;
            overflow <= 1'b0;
        end else if (enable) begin
            count <= count + 1;
            overflow <= &count;
        end
    end
endmodule
</file>
==> Changelog: implementation <==
### Implementation results

- Hold crit path type: reg2reg
- Total CTS buffers: 3
- Initial antenna violation count: 0
- Slowest CP cell: clkdlybuf4s50_1
- Total power draw: 0.371 mW
- Placed Area: 544 um^2
- CTS sink cnt: 9
- Postcts setup bufs: 0
- Setup Total Neg Slack: 0 ns
- Final WL: 960 um
- Setup slack after layout: 0.324 ns
- Hold buffer count at cts: 0
- Number of vias per cell: 3.20
- # setup viols final: 0
- Fin crit share: 82.9%
- Num rows: 21
- Clk buf depth: 2
- CP bufs+invs: 1
- Antenna fix cells: 0
- Root Buffer: clkbuf_4
- Gp weighted congestion: 0.767
- Antenna viol nets, final: 0
- Grt ovf: 0
- Vias in the first global route: 305
- Share of cells above drive strength 1: 8.93%
- OpenROAD warning count: 25
- Largest net degree at the start of global routing: 10
- Adder-Cell Fraction of Synth Area: 3.29%
- Max-slew headroom: 78.1%
- DRT Pass-1 Iters: 4
- Setup Skew: 0.00253 ns
- Peak supply drop: 0.127 mV
- Dominant delay contributor by cell family on the critical path: buffers and inverters
- WP depth: 1
- Drt drc: 0
- Hold Slack: 0.502 ns
- Unique masters post-synth: 17
- Post-Syn Area: 380 um^2
- Max_cap viols: 0
- Area share of and/or/nand/nor cells after synthesis: 22.0%
- Chip area line of the yosys report: 380 um^2
- Critical path required time: 1.52 ns
- WHS Path Cells: 2
- Mux area share: 2.63%
- CTS tree: yes
- Clk ins delay skew pair: 0.25 ns
- Setup crit end kind: output port
- P_leak: 0.195 nW
- Slew Limit Fails: 0
- Die area: 0.00640 mm^2
- Cell total after placement: 98
- Syn-to-layout area delta: 50.0%
- Post-route cell area: 571 um^2
- Cells on worst reg2reg path: 4
- WS Path Type: reg2out
- Power Density: 650 mW/mm^2
- Yosys cell count: 42
- Synth Seq Share: 47.4%
- Port-buffer cells: 11
- Top cells excl fill/tap: clkdlybuf4s50_1 (11), dfxtp_1 (9), nor2_1 (6)
- Dpl ws: 0.223 ns
- First DRT Iteration DRCs: 22
- Die width: 80 um
- Dominant logic cell type in the layout: clkdlybuf4s50_1
- Mapped Cells: 42
- Init Core Util: 11.1%
- CTS clk-pin slew, worst paths: 0.06 ns
- Worst-path cell chain: clkdlybuf4s50_1
- H-tree depth: 1
- Final worst path period need: 1.58 ns
- Global-route usage over all layers: 3.05%
- Fin util: 16.7%
- Status: completed
- Xor/xnor share: 9.21%
- Top comb family, area: simple AND/OR/NAND/NOR gates
- First-pass GRT wire length: 1520 um
- Core ar.: 0.00342 mm^2
- Worst EP arrival: 1.20 ns
- Chip Height: 80 um
- Ao+oa area frac: 10.5%
- Synthesized registers: 9
- CP Launch Type: flip-flop
- CP max FO: 6
- Routed vias: 326
- Synth Area per Inst: 9.06 um^2
- Worst-Margin Slew: 0.328 ns
- Io pins: 12
- Hold Vio Cnt, Final: 0
- Wire per inst: 9.41 um
- CTS resizes: 0
- F_max: 635 MHz
- Post-route non-filler standard cell count: 102
- Synth warn: 1
- CP peak stage delay: 0.51 ns
- Unrepaired setup endpoints after global routing: false
[final timing paths]
kind         startpoint  endpoint  slack, ns
min            count[6]  count[6]       0.50
min reg2reg    count[6]  count[6]       0.50
max reg2reg    count[0]  count[6]       0.56
max            count[3]  count[3]       0.32
[worst reg2reg max path: cells and delay by family, from the launching register on]
family / cells / cell delay [ns]
AOI/OAI and AO/OA: 1 / 0.14
adders and majority gates: 1 / 0.22
DFF: 1 / 0.41
and+or+nand+nor: 2 / 0.51
[Yosys cell counts]
master	count	share of area, %
a21oi_1	3	3.9
buf_1	1	0.99
buf_4	1	2.0
dfxtp_1	9	47
ha_1	1	3.3
inv_1	2	2.0
mux2i_1	1	2.6
nand2_1	2	2.0
nand3_1	2	2.6
nand4_1	2	3.3
nand4_2	1	3.3
nor2_1	6	5.9
o21ai_0	3	3.9
o32a_1	1	2.6
or3_1	3	4.9
xnor2_1	1	2.3
xor2_1	3	6.9
[flip-flops by register name (all words and copies together), names as in the netlist]
register	cells
overflow	1
count	8
[power breakdown]
group | switching, mW | leakage (nW) | internal [mW]
clock | 0.0612 | 0.0150 | 0.0806
combinational | 0.0108 | 0.107 | 0.0183
sequential | 0.00660 | 0.0729 | 0.193
[layer usage]
layer	routed length [um]	GRT usage, %
met5	0	0
met4	6	0.352
met3	172	3.07
met2	334	3.77
met1	447	3.70
[kinds of logic (layout without fill, tap and decap cells)]
| group | after synthesis | after routing |
|---|---|---|
| AOI/OAI and AO/OA | 7 | 7 |
| adders and majority gates | 1 | 1 |
| xor gates and xnor gates | 4 | 4 |
| DFF | 9 | 9 |
| muxes | 1 | 1 |
| buffers and inverters | 4 | 18 |
| and+or+nand+nor | 16 | 16 |
[layout make-up]
cell class / instances / area (um^2)
fill: 394 / 2850
multi-input combinational: 29 / 181
sequential: 9 / 180
timing repair buffer: 12 / 118
tap: 46 / 57.6
clock buffer: 4 / 26.3
inverter: 2 / 7.51
No activity file was given, so power comes from the tool's default toggle rates.
